## flow/config.mk

```make
export PLATFORM = sky130hd
export DESIGN_NAME = alu
export DESIGN_NICKNAME = alu
export VERILOG_FILES = /design/flow/design.v
export SDC_FILE = /design/flow/constraint.sdc
export NUM_CORES = 4
export LEC_CHECK = 1
export CORE_UTILIZATION = 50
```

## flow/constraint.sdc

```tcl
current_design alu

set clk_period 1.0
set clk_io_pct 0.2

create_clock -name clk0 -period $clk_period [get_ports {clk}]

set non_clock_inputs [all_inputs -no_clocks]
set_input_delay [expr $clk_period * $clk_io_pct] -clock clk0 $non_clock_inputs
set_output_delay [expr $clk_period * $clk_io_pct] -clock clk0 [all_outputs]
```

## flow/design.v

```verilog
`timescale 1ns/1ps
module alu(
           clk,            
           rst_n,          
           src1,           
           src2,           
           ALU_control,    
           result,         
           zero,           
           cout,           
           overflow        
           );
input           clk;
input           rst_n;
input  [32-1:0] src1;
input  [32-1:0] src2;
input   [4-1:0] ALU_control;
output [32-1:0] result;
output          zero;
output          cout;
output          overflow;
reg    [32-1:0] result;
reg             zero;
reg             cout;
reg             overflow;
wire [32-1:0] carry_out;
wire set;
assign set = (src1[31] ^ (~src2[31]) ^ carry_out[30]);
wire [32-1:0] temp_result;
alu_top alu_0 (
    .src1(src1[0]),
    .src2(src2[0]),
    .less(set),   
    .A_invert(ALU_control[3]),  
    .B_invert(ALU_control[2]),  
    .cin(ALU_control[3:2] == 2'b01),  
    .operation(ALU_control[1:0]), 
    .result(temp_result[0]),
    .cout(carry_out[0])
);
 generate
    genvar i;  
    for (i = 1; i < 32; i = i + 1) begin
        alu_top alu_i(
            .src1(src1[i]),
            .src2(src2[i]),
            .less(1'b0),   
            .A_invert(ALU_control[3]),  
            .B_invert(ALU_control[2]),  
            .cin(carry_out[i-1]),  
            .operation(ALU_control[1:0]), 
            .result(temp_result[i]),
            .cout(carry_out[i])
        );
    end
 endgenerate
always@( posedge clk or negedge rst_n ) 
begin
	if(!rst_n) begin
        cout = 0;
        zero = 0;
        overflow = 0;
        result = 0;
	end
	else begin 
	    cout = 0;
	    zero = 0;
        overflow = 0;
        result = temp_result;
        if (ALU_control[1:0] == 2'b10) begin
            cout = carry_out[31];
             if (~ALU_control[2] && src1[31] == src2[31] && src1[31] != result[31])
                overflow = 1;
             else if (ALU_control[2] && src1[31] != src2[31] && src1[31] != result[31])
                overflow = 1;
        end
        if (result == 0)
            zero = 1;
        else
            zero = 0; 
	end
end
endmodule
`timescale 1ns/1ps
module alu_top(
               src1,        
               src2,        
               less,        
               A_invert,    
               B_invert,    
               cin,         
               operation,   
               result,      
               cout        
               );
input         src1;
input         src2;
input         less;
input         A_invert;
input         B_invert;
input         cin;
input [2-1:0] operation;
output        result;
output        cout;
reg           result, cout;
reg           src1_temp, src2_temp;
reg           temp;
always@(*) begin
    if (A_invert) 
        src1_temp = ~src1;
    else 
        src1_temp = src1;
    if (B_invert) 
        src2_temp = ~src2;
    else 
        src2_temp = src2; 
end
always@( * )
begin
    case(operation)
        2'b00: begin 
            result = src1_temp & src2_temp; 
            cout = 0;
        end
        2'b01: begin 
            result = src1_temp | src2_temp;
            cout = 0;
        end
        2'b10: begin 
            { cout, result } = (src1_temp + src2_temp + cin);
        end
        2'b11: begin 
            result = less;
           { cout, temp } = (src1_temp + src2_temp + cin);
        end
    endcase
end
endmodule
```

## flow/run.sh

```bash
#!/bin/bash
# OpenROAD 26Q1-2900-gdf79404cd8, Yosys 0.63+post, stock flow scripts
make -C /OpenROAD-flow-scripts/flow DESIGN_CONFIG=/design/flow/config.mk WORK_HOME=/design/flow/orfs finish
```

==> qor.json <==
{
  "ys_sh_mux": {"value": 0.6124, "unit": "%"},
  "p_total": {"value": 5.800, "unit": "mW"},
  "synthArstFlopShare": {"value": 100.0, "unit": "%"},
  "timing.critical_path.mode_cell": {"value": "fa_2"},
  "hold_removal_path_class": {"value": "in2async"},
  "tritoncts_clock_tree": {"value": "yes"},
  "yosys.area_share.simple": {"value": 13.87, "unit": "%"},
  "first_global_vias": {"value": 3224},
  "area_fraction_in_compound_gates_after_synthesis": {"value": 12.18, "unit": "%"},
  "filler_cell_count": {"value": 453},
  "synth_cell_types": {"value": 40},
  "grt_start_max_net_pins": {"value": 41},
  "synth-edff-count": {"value": 0},
  "detail_route.wirelength": {"value": 9.399, "unit": "mm"},
  "synthesized_instance_count": {"value": 334},
  "cts_hold_buf": {"value": 0},
  "ys.warnings.count": {"value": 2},
  "avgSynthCellArea": {"value": 10.40, "unit": "sq um"},
  "dp_cells": {"value": 568},
  "ys_top_logic_family": {"value": "adder cells"},
  "ys_sh_adder": {"value": 26.59, "unit": "%"},
  "synthDominantAreaCellType": {"value": "dfrtp_1"},
  "hpwl_detailed": {"value": 7.219, "unit": "mm"},
  "openroad.warnings": {"value": 29},
  "crit_arrival": {"value": 15.80, "unit": "ns"},
  "preCtsSetupSlack": {"value": -15.40, "unit": "ns"},
  "fp-utilization": {"value": 51.41, "unit": "%"},
  "cp_top_delay_family": {"value": "adder cells"},
  "post_route_utilization": {"value": 78.50, "unit": "%"},
  "power_density": {"value": 1094, "unit": "nW/um^2"},
  "chipWidth": {"value": 85.35, "unit": "microns"},
  "drive_above_1_share": {"value": 40.44, "unit": "%"},
  "power.static_leakage": {"value": 2.355, "unit": "nW"},
  "hold-worst-slack": {"value": 0.2956, "unit": "ns"},
  "route.detailed.wl_per_inst": {"value": 16.15, "unit": "microns"},
  "antennaDiodeCount": {"value": 0},
  "number_of_setup_violations_in_the_final_report": {"value": 35},
  "postRouteAntennaNets": {"value": 0},
  "synth-seq-cells": {"value": 35},
  "layout.area.comb": {"value": 2675, "unit": "sq um"},
  "path_clk_slew": {"value": 0.07, "unit": "ns"},
  "path_buffers": {"value": 2},
  "cp_slowest_cell": {"value": "fa_2"},
  "timing_worst_setup_path_type": {"value": "in2reg"},
  "final_critical_path_setup_slack": {"value": -14.60, "unit": "ns"},
  "initial_antenna_violation_count": {"value": 0},
  "final_design_area_no_fill": {"value": 5304, "unit": "sq um"},
  "floorplan.core_area": {"value": 6756, "unit": "sq um"},
  "cp_max_fanout": {"value": 3},
  "period_utilization_post_route": {"value": 1560, "unit": "%"},
  "cp.required": {"value": 1.19, "unit": "ns"},
  "xor_area_share": {"value": 16.64, "unit": "%"},
  "status": {"value": "finished, violations left"},
  "synth_area": {"value": 3473, "unit": "sq um"},
  "clk_path_buf_depth": {"value": 2},
  "vias": {"value": 3148},
  "violations": {"value": "negative setup slack"},
  "grt_usage": {"value": 28.79, "unit": "%"},
  "postPlaceCellArea": {"value": 5245, "unit": "sq um"},
  "peakVddDrop": {"value": 0.0004982, "unit": "V"},
  "grt_overflow": {"value": 0},
  "hold_viol_final": {"value": 0},
  "grt_setup_unrepaired": {"value": "true"},
  "synth_seq_share": {"value": 25.22, "unit": "%"},
  "syn2layout_area_growth": {"value": 52.70, "unit": "%"},
  "drt_pass1_iterations": {"value": 4},
  "share_of_the_synthesized_area_in_the_top_cell_type": {"value": 25.22, "unit": "%"},
  "maximum_level_of_the_cts_h_tree": {"value": 2},
  "critical_path.startpoint_type": {"value": "input port"},
  "maxCapViolCount": {"value": 0},
  "route.detailed.drc": {"value": 0},
  "most_common_logic_cell_in_the_routed_design": {"value": "buf_4"},
  "portBuffers": {"value": 104},
  "chip_area": {"value": 7284, "unit": "sq um"},
  "clockRootBuffer": {"value": "clkbuf_8"},
  "yosys_cells": {"value": 334},
  "cts-buffers-inserted": {"value": 5},
  "ios": {"value": 105},
  "avgViaCountPerCell": {"value": 5.409},
  "timing.final.crit_period": {"value": 15.60, "unit": "ns"},
  "fmax": {"value": 64.10, "unit": "MHz"},
  "netlist_top_cells_area": {"value": "dfrtp_1 25%, fa_1 18%, xor2_1 14%"},
  "tightestPinTransition": {"value": 0.4723, "unit": "ns"},
  "slew_headroom": {"value": 68.22, "unit": "%"},
  "fp-row-count": {"value": 30},
  "stdcell_count": {"value": 582},
  "critical_path.max_stage_delay": {"value": 0.35, "unit": "ns"},
  "ys_chip_area": {"value": 3473, "unit": "sq um"},
  "grt_first_pass_wirelength": {"value": 15.37, "unit": "mm"},
  "gp_congestion": {"value": 0.8636},
  "finalMaxSlewViolations": {"value": 0},
  "layout_top_cells": {"value": "74 x buf_4, 62 x clkdlybuf4s50_1, 55 x xor2_1"},
  "die-height": {"value": 85.35, "unit": "microns"},
  "finalSetupTns": {"value": -283.07, "unit": "ns"},
  "cp-end-kind": {"value": "flip-flop"},
  "postSynth.topFlopCell": {"value": "dfrtp_1"},
  "drt_first_iter_violations": {"value": 99},
  "clock_sink_count": {"value": 35},
  "final-seq-area": {"value": 875.8, "unit": "sq um"}
}
Yosys cell counts, types with 2 or more instances:
library cell	n
inv_1	7
clkbuf_1	10
nor4_1	5
buf_1	3
xnor2_1	11
o21ai_0	11
maj3_2	2
nand2_1	10
o22ai_1	4
nor3_1	6
maj3_1	26
a22o_1	26
and2_1	28
a22oi_1	2
nand3_1	7
buf_2	4
nor4b_1	2
xor2_1	55
a221o_1	2
nand2b_1	2
or3_1	5
nor2_1	10
buf_6	6
and3_1	4
fa_1	32
o31ai_1	2
a21oi_1	3
dfrtp_1	35
a221oi_1	3
routing by layer:
layer	vias up	GRT usage [%]	wire length, microns
li1	1494	-	-
met5	-	0	0
met2	112	47.80	4729
met3	12	6.417	593
met1	1530	41.45	3908
met4	0	5.152	168
sequential cells by signal (all words and copies together) (netlist names):
| signal | cells |
|---|---|
| result | 32 |
| cout | 1 |
| zero | 1 |
| overflow | 1 |
what timing repair did:
item / in CTS / in global routing
endpoints found under the hold margin: 0 / 0
gates resized: 137 / 7
pin swaps: 20 / 6
setup buffers: 7 / 1
setup endpoints to repair: 70 / 39
cells by family (layout without fill, tap and decap cells):
family | count (synthesis) | count (layout)
compound gates | 56 | 56
flops | 35 | 35
mux | 2 | 2
buf+inv | 31 | 199
xor+xnor | 66 | 66
fa+ha+maj | 60 | 60
simple gates | 84 | 84
power by group:
| part | internal, mW | leakage, nW | switching [mW] | total [mW] |
|---|---|---|---|---|
| Sequential | 1.62 | 0.439 | 0.0564 | 1.67 |
| Clock | 0.465 | 0.0371 | 0.499 | 0.964 |
| Combinational | 1.80 | 1.88 | 1.36 | 3.16 |
| Total | 3.88 | 2.36 | 1.92 | 5.80 |
layout make-up:
cell class                 count  share of cell area [%]
clock buffer                   6                   1.368
timing repair buffer         186                   29.30
inverter                       7                  0.4954
sequential                    35                   16.51
tap                           80                   1.887
multi-input combinational    268                   50.44
path summary, 6_finish.rpt:
check	to	slack [ns]	depth (start not counted)	startpoint
min	result[12]	0.30	2	rst_n
max in group asynchronous	result[30]	0.51	2	rst_n
min in group clk0	result[4]	0.54	4	ALU_control[0]
max	zero	-14.60	70	ALU_control[2]
Power and IR drop assume default switching activity.
